<file path="run.sh">
#!/bin/bash
# OpenROAD 26Q1-2900-gdf79404cd8, Yosys 0.63+post, stock flow scripts
make -C /OpenROAD-flow-scripts/flow DESIGN_CONFIG=/design/flow/config.mk WORK_HOME=/design/flow/orfs finish
</file>
<file path="config.mk">
export PLATFORM = sky130hd
export DESIGN_NAME = spi_master
export DESIGN_NICKNAME = spi_master
export VERILOG_FILES = /design/flow/design.v
export SDC_FILE = /design/flow/constraint.sdc
export NUM_CORES = 4
export LEC_CHECK = 1
export CORE_AREA = 10 10 114 114
export DIE_AREA = 0 0 124 124
</file>
<file path="constraint.sdc">
current_design spi_master

set clk_period 1.9
set clk_io_pct 0.2

create_clock -name clk0 -period $clk_period [get_ports {sys_clk}]

set non_clock_inputs [all_inputs -no_clocks]
set_input_delay [expr $clk_period * $clk_io_pct] -clock clk0 $non_clock_inputs
set_output_delay [expr $clk_period * $clk_io_pct] -clock clk0 [all_outputs]
</file>
<file path="design.v">
module sclk_gen
    #(
	parameter EVEN_DIV_CNT_VALUE = 4
	)
	(
	input		sys_clk,
	input		rst_n,
	input		clkgen_en,
	output reg  spi_clk,
	output    	spi_neg_clk
	);
	reg	[log2(EVEN_DIV_CNT_VALUE-1):0]	even_div_cnt;
    reg   clkgen_en_delay1;
    reg   clkgen_en_delay2;
    always@(posedge sys_clk )begin
        clkgen_en_delay1<= clkgen_en;
        clkgen_en_delay2<= clkgen_en_delay1;
	end
	always@(posedge sys_clk or negedge rst_n)begin
		if(!rst_n)
			even_div_cnt <= { log2(EVEN_DIV_CNT_VALUE){1'b0}};
		else if(clkgen_en == 1'b1)
			begin
				if(even_div_cnt == (EVEN_DIV_CNT_VALUE-1))
					even_div_cnt <= { log2(EVEN_DIV_CNT_VALUE){1'b0}};
				else
					even_div_cnt <= even_div_cnt + 1;
			end
		else
			even_div_cnt <= { log2(EVEN_DIV_CNT_VALUE){1'b0}};
	end
	always@(posedge sys_clk or negedge rst_n)begin
		if(!rst_n)
			spi_clk <= 1'b0;
		else if(even_div_cnt == (EVEN_DIV_CNT_VALUE-1))
			spi_clk <= ~spi_clk;
		else
			;
	end 
	assign spi_neg_clk =(clkgen_en  )? ~spi_clk:1'b0;  
	function integer log2;
		input  [31:0] size;
		integer		  i;
		begin
			log2 = 1;
			for(i=0;2**i < size;i=i+1)
				log2 = i+1;
		end 	
	endfunction
endmodule
module spi_master
    #(
	  parameter CLK_DIV_CNT_VALUE = 2,
	             DATA_WIDTH = 8,
	             TX_ORDER = "BIG_EDIAN",
	             RX_ORDER = "LITTLE_EDIAN"
	 )
	(
	 input      				    sys_clk,
	 input 						    rst_n,
	 input      				    spi_start,
	 input      [DATA_WIDTH-1:0]  	data_in,
	 output reg [DATA_WIDTH-1:0]  	data_recv,
	 output	reg				        data_recv_vld,
	 output                     spi_clk,
     input                      spi_miso,
     output     reg             spi_mosi,
     output     reg             spi_csn
	);
	parameter IDLE  = 2'd0;
	parameter START = 2'd1;
	parameter TRANS = 2'd2;
	parameter END   = 2'd3;
    reg    [1:0]   c_state;
    reg	   [1:0]   n_state;
	wire 	       idle2start_flag ;
	wire	       trans2end_flag;
	wire	       end2idle_flag;
	reg    clkgen_en;
always@(posedge sys_clk or negedge rst_n)begin
    if(!rst_n)
        clkgen_en<=1'b0;
    else if(c_state == END)
        clkgen_en <= 1'b0;
    else if(c_state == START)
        clkgen_en <= 1'b1;
end
	wire		spi_neg_clk; 
    sclk_gen 
		#(
		.EVEN_DIV_CNT_VALUE(CLK_DIV_CNT_VALUE)
		)
		u0_sclk_gen(
		.sys_clk(sys_clk),
		.rst_n(rst_n),
		.clkgen_en(clkgen_en),
		.spi_clk(spi_clk),
		.spi_neg_clk(spi_neg_clk)
		);
    always@(posedge sys_clk or negedge rst_n)begin
	    if(!rst_n)
	 	   c_state <= IDLE;
	    else
	 	   c_state <=n_state;
    end
    always@(*)begin
		case(c_state)
			IDLE:
				begin
					if(idle2start_flag == 1'b1 )
						n_state = START;
					else 
						n_state = c_state;		
				end
			START:
				begin
					if(1)
						n_state = TRANS;
					else 
						n_state = c_state;		
				end
			TRANS:
				begin
					if(trans2end_flag ==1'b1 )
						n_state = END;
					else 
						n_state = c_state;		
				end			
			END:
				begin
					if(end2idle_flag )
						n_state = IDLE; 
					else 
						n_state = c_state;		
				end			
			default: n_state = IDLE;
		endcase
    end
	reg 	spi_start_delay;
	reg [log2(DATA_WIDTH-1):0] trans_cnt;
	reg [log2(DATA_WIDTH-1):0] spiclk_cnt;
	always@(posedge sys_clk or negedge rst_n)begin
		if(!rst_n)
			spi_start_delay <= 1'b0;
		else
			spi_start_delay <= spi_start;
	end 
	assign idle2start_flag =  ((~spi_start) && spi_start_delay) && (c_state == IDLE);
	assign trans2end_flag = spiclk_cnt == 4'd9 && c_state == TRANS;
	assign end2idle_flag  =  spiclk_cnt == 4'd9 && (c_state == END);
	reg 	spi_busy;
	always@(posedge sys_clk or negedge rst_n)begin
		if(!rst_n)
			spi_busy <= 1'b0;
		else if(c_state != IDLE )
			spi_busy <= 1'b1;
		else
			spi_busy <= 1'b0;
	end
	always@(posedge sys_clk or negedge rst_n)begin
		if(!rst_n)
			spi_csn <= 1'b1;
		else if(c_state == START)
			spi_csn <= 1'b0;	
		else if(c_state == END)
			spi_csn <= 1'b1;
	end	
	always@(posedge spi_neg_clk or negedge rst_n)begin
		if(!rst_n)
			trans_cnt <= {log2(DATA_WIDTH){1'b0}};	
		else if(c_state == TRANS && trans_cnt < DATA_WIDTH)
			trans_cnt <= trans_cnt + 1;	
		else if(trans_cnt == DATA_WIDTH )
			trans_cnt <= {log2(DATA_WIDTH){1'b0}};
	end	
	reg  spi_neg_clk_delay1;
   always@(posedge sys_clk or negedge rst_n)begin
		if(!rst_n)
			spi_neg_clk_delay1 <= 1'b0;	
    	else if(clkgen_en == 1 )
		   spi_neg_clk_delay1 <= spi_neg_clk;	
	end	
    always@(posedge sys_clk or negedge rst_n)begin
		if(!rst_n)
			spiclk_cnt <= {log2(DATA_WIDTH){1'b0}};	
    	else if(clkgen_en == 1)
	       begin
		   if( (~spi_neg_clk_delay1 && spi_neg_clk))
		        spiclk_cnt <= spiclk_cnt + 1;
		   end	
		 else
		    spiclk_cnt <= {log2(DATA_WIDTH){1'b0}};
	end	
	reg [DATA_WIDTH-1:0] spi_data;	
	always@(posedge sys_clk or negedge rst_n )begin	
		if(!rst_n)
			spi_data <= {DATA_WIDTH{1'b0}};
		else if(idle2start_flag)
		    spi_data <= data_in;
		else
			;
	end 
   generate
      if ( TX_ORDER == "BIG_EDIAN") begin: tx_big_endian
           always@(posedge spi_neg_clk or negedge rst_n )begin	
            if(!rst_n)
                spi_mosi <= 1'b0;
            else if(c_state == TRANS)
                spi_mosi <= spi_data[DATA_WIDTH - trans_cnt -1] ;
            else
                spi_mosi <= 1'b0;
            end 
      end 
     else
      begin: tx_little_endian
            always@(posedge spi_neg_clk or negedge rst_n )begin	
            if(!rst_n)
                spi_mosi <= 1'b0;
            else if(c_state == TRANS)
                spi_mosi <= spi_data[trans_cnt] ;
            else
                spi_mosi <= 1'b0;
            end 
      end
   endgenerate
   generate
      if (RX_ORDER == "BIG_EDIAN") begin: rx_big_endian
           always@(posedge spi_clk or negedge rst_n )begin	
            if(!rst_n)
                data_recv <= {log2(DATA_WIDTH){1'b0}};
            else if(c_state == TRANS)
                data_recv <= {spi_miso,data_recv[DATA_WIDTH-1:1]};
           end 
      end 
      else begin: rx_little_endian
           always@(posedge spi_clk or negedge rst_n )begin	
            if(!rst_n)
                data_recv <= {log2(DATA_WIDTH){1'b0}};
            else if(c_state == TRANS)
                data_recv <= {data_recv[DATA_WIDTH-2:0],spi_miso};
           end 
      end
   endgenerate
	always@(posedge sys_clk or negedge rst_n )begin	
		if(!rst_n)
			data_recv_vld <= 1'b0;
		else if(c_state == START)
			data_recv_vld <= 1'b0;
		else if(c_state == END)
		    data_recv_vld <= 1'b1;
	end 
	function integer log2;
		input  [31:0] size;
		integer		  i;
		begin
			log2 = 1;
			for(i=0;2**i < size;i=i+1)
				log2 = i+1;
		end 
	endfunction
endmodule
</file>
==> run summary <==
CTS Buffer Depth -> 2
Antenna diodes -> 0
First-pass GRT wire length -> 5260 um
Worst Setup Start Kind -> flop
# fillers -> 1129
Relative slew margins -> 55.5%
R2r startpoint -> u0_sclk_gen.spi_clk
1st-iter DRT viols -> 36
Crit. End Element -> output pin
Final GP Congestion -> 0.791
Status -> finished clean
R2R depth -> 4
Worst Hold Class -> input pin to async pin
GRT Util Overall -> 4.11%
CP max-delay cell -> dfstp_2
Via/cell ratio -> 3.45
Top cells by area -> dfrtp_1 (55%), mux2_2 (7.1%), nand2_1 (6.2%)
Total power -> 2.10 mW
Peak Freq -> 610 MHz
R2r setup slk -> 0.63 ns
Placement Cell Area -> 1980 sq um
Hold Fails Final Rpt -> 0
Reg2reg end -> spiclk_cnt[3]
Count of library flops with an enable pin -> 0
Cells after Synth -> 139
WP depth -> 1
Placed cells -> 298
Drt first pass iters -> 3
Clk_skew -> 0.00322 ns
P per Cell Area -> 1040 nW/um^2
Post-synth top area cell -> dfrtp_1
Post-layout minimum cycle time -> 1.64 ns
Pre-CTS setup slack -> 0.318 ns
Hold buffers post-CTS -> 0
Crit-path cells -> clkdlybuf4s50_1
Layout Cells excl Fill -> 302
Final Hold Slack -> 0.155 ns
Row Count -> 37
Synth Area per Inst -> 11.4 sq um
Commonest flop -> dfrtp_1
Tcrit/Tclk final -> 86.3%
Max VDD drop -> 0.398 mV
Die height -> 124 um
Core area -> 10400 sq um
Final instance area -> 2020 sq um
Layout cells sized above 1 -> 14.5%
Tool warning count -> 27
Initial antenna violation count -> 0
Cts repair resizes -> 0
Worst-Skew Late Latency -> 0.26 ns
Number of global-route vias before repair -> 1038
Ys async rst share -> 100%
Distinct lib cells -> 31
Crit-path leading delay family -> flip-flops
Slew @ Worst Pin -> 0.668 ns
CP required -> 1.52 ns
WL final -> 3010 um
IO Count -> 24
Largest stage delay, worst path -> 0.54 ns
Routed len/inst -> 9.97 um
Worst-path fanout max -> 2
Leak pwr -> 0.879 nW
Die W -> 124 um
WS Path Type -> flop to output pin
Hpwl dp -> 2390 um
RSZ-0062 raised after global routing -> false
Yosys warns -> 2
Sequential element share of the synthesized area -> 58.7%
Setup Viol. Count Final -> 0
Post-Route Setup TNS -> 0 ns
Mapped Area -> 1580 sq um
Drc violations -> 0
Final Util -> 19.4%
Gr ovfl total -> 0
Buf/Inv on CP -> 1
FF+latch count, synth -> 37
Endpoints left unconstrained -> 22
Final Max-Slew Violation Tally -> 0
Post-route ant nets -> 0
Most frequent cells after synthesis -> dfrtp_1 (35), nand2_1 (26), nor2_1 (16), mux2_2 (10), inv_1 (7)
Area leader share -> 55.4%
Worst setup margin -> 0.261 ns
CTS tree -> yes
Register pins left without a clock -> 13
Via Count -> 1043
Clock slew seen by the registers of the worst setup and hold paths -> 0.08 ns
Total die size -> 15400 sq um
Largest net degree at the start of global routing -> 31
CTS root buf -> clkbuf_8
Yosys stat chip area -> 1580 sq um
CTS Buf Count -> 3
Post-CTS Setup Inserts -> 0
Yosys Instances -> 139
Area growth, synth to finish -> 28.0%
WP data arrival -> 1.26 ns
Most frequent cell after synthesis -> dfrtp_1
H-tree levels -> 1
Max-Cap Viols -> 0
Pre-Place Util -> 15.2%
PortBufs -> 23
[metal layers]
layer,wire (um),track usage (%)
met5,0,0
met4,0,0.288
met3,95,0.872
met2,1540,6.66
met1,1380,5.82
[worst register-to-register path, cell delays in order (launching register included)]
cell and delay, ns:
dfrtp_1 0.44, nor2_1 0.33, nand4_1 0.16, xor2_1 0.16
nor2_1 0.06
[logic make-up (layout without fill, tap and decap cells)]
family                     after synthesis  count (layout)  synth area share [%]
muxes                                   13              13                  9.82
buffers and inverters                   11              38                  3.17
adders and majority gates                4               4                  3.17
and+or+nand+nor                         52              52                  14.6
AOI/OAI and AO/OA                       16              16                  7.13
DFF                                     37              37                  58.7
xor gates and xnor gates                 6               6                  3.33
[layout by cell type (no fill, tap or decap), drive strengths merged]
| cell type | n |
|---|---|
| o21ai | 3 |
| xor2 | 2 |
| xnor2 | 4 |
| nand2b | 2 |
| a21oi | 4 |
| dfstp | 2 |
| nor2 | 16 |
| mux2i | 2 |
| or4 | 1 |
| o31ai | 1 |
| ha | 4 |
| dfrtp | 35 |
| nor3 | 1 |
| a31oi | 3 |
| nand3b | 2 |
| mux4 | 1 |
| buf | 4 |
| clkinv | 1 |
| nand4 | 1 |
| a21o | 2 |
| and2 | 1 |
| mux2 | 10 |
| or2b | 1 |
| nand3 | 1 |
| inv | 7 |
| a211o | 1 |
| clkdlybuf4s50 | 22 |
| a211oi | 1 |
| nand2 | 26 |
| a2111oi | 1 |
| clkbuf | 4 |
[layout make-up]
class,instances,area (sq um),area share (%)
Tap cell,136,170,8.41
Clock buffer,4,45.0,2.23
Inverter,8,30.0,1.48
Multi-Input combinational cell,91,602,29.7
Sequential cell,37,928,45.9
Timing Repair Buffer,26,248,12.2
[worst max-delay path by stage]
stage	from	slack, ns	to
final	spi_csn	0.26	spi_csn
after CTS	spi_csn	0.24	spi_csn
after global routing	spi_csn	0.21	spi_csn
[where the power goes]
part           switching (mW)  internal, mW
Combinational           0.326         0.441
Sequential              0.188         0.856
Clock                   0.144         0.149
Total                   0.658          1.45
[sequential cells by signal, summed over array words and instances, names as in the netlist, named ones only]
| register | count |
|---|---|
| c_state | 3 |
| clkgen_en | 1 |
| data_recv | 8 |
| data_recv_vld | 1 |
| spi_csn | 1 |
| spi_data | 8 |
| spi_mosi | 1 |
| spi_neg_clk_delay1 | 1 |
| spi_start_delay | 1 |
| spiclk_cnt | 4 |
| trans_cnt | 4 |
| u0_sclk_gen.even_div_cnt | 2 |
| u0_sclk_gen.spi_clk | 1 |
Power is estimated from default activity; no workload was simulated.
